===== /design/flow/run.sh =====
#!/bin/bash
# OpenROAD 26Q1-2900-gdf79404cd8, Yosys 0.63+post, stock flow scripts
make -C /OpenROAD-flow-scripts/flow DESIGN_CONFIG=/design/flow/config.mk WORK_HOME=/design/flow/orfs finish

===== /design/flow/config.mk =====
export PLATFORM = sky130hd
export DESIGN_NAME = VENDING
export DESIGN_NICKNAME = VENDING
export VERILOG_FILES = /design/flow/design.v
export SDC_FILE = /design/flow/constraint.sdc
export NUM_CORES = 4
export LEC_CHECK = 1
export CORE_AREA = 10 10 108 108
export DIE_AREA = 0 0 118 118

===== /design/flow/constraint.sdc =====
current_design VENDING

set clk_period 4.6
set clk_io_pct 0.2

create_clock -name clk0 -period $clk_period [get_ports {clock}]

set non_clock_inputs [all_inputs -no_clocks]
set_input_delay [expr $clk_period * $clk_io_pct] -clock clk0 $non_clock_inputs
set_output_delay [expr $clk_period * $clk_io_pct] -clock clk0 [all_outputs]

===== /design/flow/design.v =====
`timescale 1ns / 1ps
module SR_FF(
	input set,
	input reset,
	input clock,
	output reg q
    );
reg q_prim;
initial begin
	q = 0;
	q_prim=1;
end
always@(posedge clock)begin
	case({set,reset})
	2'b00:	begin q=q; q_prim=q_prim; end
	2'b01:	begin q=1'b0; q_prim=1'b1;	end
	2'b10:	begin q=1'b1; q_prim=1'b0;	end
	2'b11:	begin q=1'b0; q_prim=1'b1;	end
	endcase
end
endmodule
`timescale 1ns / 1ps
module VENDING(
	input clock,
	input in100,
	input in200,
	input in500,
	output out100,
	output out200,
	output delivery
    );
parameter [7:0] PRICE = 3, K = 5;
reg [7:0] sum;
reg [7:0] plus;
reg [7:0] minus;
initial begin
	sum = 0;
end
wire w_out100, w_out200;
wire alpha, beta, full, done, mode;
WAIT wait_out_100 (
    .clock(clock), 
    .in(out100), 
    .k_wait(K),
    .waited(w_out100)
    );
WAIT wait_out_200 (
    .clock(clock), 
    .in(out200), 
    .k_wait(K), 
    .waited(w_out200)
    );
SR_FF mode_sr (
    .set(full), 
    .reset(done), 
	 .clock(clock),
    .q(mode)
    );
assign alpha = (sum >= 4);
assign beta = (sum >= 5);
assign full = (sum >= PRICE);
assign done = (~(alpha | beta)) & mode;
assign delivery = done;
assign out100 = (alpha & (~beta)) & mode;
assign out200 = (alpha & beta) & mode;
always@(*)begin	 
	casez({in100,in200,in500})
		3'b1??: plus = 1;
		3'b01?: plus = 2;
		3'b001: plus = 5;
		default: plus = 0;
	endcase
end
always@(*)begin	 
	casez({(~(w_out100 | w_out200)),w_out100,w_out200})
		3'b1??: minus = 0;
		3'b01?: minus = 1;
		3'b001: minus = 2;
	endcase
end
always@(posedge clock or posedge done)begin  
	if(done)
		sum <= 0;
	else
		if(mode)
			sum <= sum - minus;
		else
			sum <= sum + plus;
end
endmodule
`timescale 1ns / 1ps
module WAIT(
	input clock,
	input in,
	input [7:0] k_wait,
	output waited
    );
reg [7:0] timer;
wire reset;
assign reset = ~in;
assign waited = (timer == k_wait);
always@(posedge clock or posedge reset)begin
	if(reset)
		timer <= 0;
	else if(!waited)
		timer <= timer+1;
end
endmodule

==> Changelog: implementation <==
### Physical design

- Outcome: completed
- EDFF count, synth: 1
- Finished Core Util: roughly a fifth
- Die Height: 118 µm
- Slew Limit Fails: 0
- Cell area leaders: dfrtp_1 (41%), ha_1 (10%), xnor2_1 (6.5%), nor2_1 (4.1%), nand2_1 (3.8%)
- Fmax: 294 MHz
- Worst Hold Class: reg -> async
- Post-cts repair resize count: 0
- Drt first pass iters: 4
- Die width: ~120 µm
- Port Buffers: 6
- Clock Path Buffers: 2
- Min Tclk post-route: roughly 3.4 ns
- Setup Fix Bufs, Post-CTS: 0
- Worst stage delay on the critical path: ~0.45 ns
- Mapped Cells: 154
- Final-layout fill cell count: between 1000 and 1500
- CTS Hold Bufs: 0
- Final WL: 2560 µm
- CTS tree: built
- Max-area cell share: around two fifths
- Die Size: approximately 14000 µm²
- Register pins left without a clock: 2
- Crit-path slowest cell: or4b_1
- DRT iter0 DRCs: 29
- Relative slew slack: between 50% and 60%
- Crit path DRT: approximately 4.8 ns
- WP data arrival: ~3.6 ns
- Final Setup Violations: 0
- Dominant register cell: dfrtp_1
- Tot GR Track Use: 3.76%
- Share of cells above drive strength 1: under 10%
- Pleak: between 0.0006 and 0.0007 µW
- DRC Markers: 0
- CORE AREA: slightly above 9000 µm²
- CTS clk-pin slew, worst paths: 0.09 ns
- Overflow after GRT: 0
- Post-synth regs: 27
- Tool Warnings: 27
- Endpoints left unconstrained: 2
- RSZ-0062 raised after global routing: no
- Syn-to-layout area delta: 18.9%
- Setup Skew: between 0.008 and 0.009 ns
- Hold Fails Final Rpt: 0
- Site Rows: 35
- Vias per cell: 3.49
- Placer Congestion: slightly above 0.8
- # Cells Yosys: between 150 and 200
- CP dominant cell by count: a21oi_1
- Tcrit/Tclk final: between 70% and 80%
- Cell breakdown of the critical path: inv_1 > ha_1 > or4b_1 > nor3_2 > and2_1 > dlxtn_1 > nor2_1 > a21oi_1 > ha_1 > inv_1 > fa_1 > a21oi_1 > o211ai_1 > a21oi_1 > xnor2_1
- Vias: roughly 1000
- Syn Area/Cell: 9.63 µm²
- Area of the mapped netlist: between 1000 and 1500 µm²
- Largest net degree at the start of global routing: 14
- Synth warn: 12
- Initial Util: 16.0%
- Post-DP HPWL: between 1500 and 2000 µm
- Startpoint types: flop
- Htree depth: 1
- Crit Path Max Fanout: 4
- Max-Cap Viols: 0
- CP Capture Type: flop
- Root buffer cell: clkbuf_8
- Diode count: 0
- Final Power: approximately 700 µW
- Routed wire per std cell: between 8 and 9 µm
- Global-route wire length before repair: approximately 4500 µm
- Sum of negative setup slack: 0 ns
- Commonest Layout Cell: dfrtp_1
- Vias in the first global route: around 1000
- Synth area leader: dfrtp_1
- Late-Pin Clk Latency: about 0.27 ns
- Yosys Chip Area: 1480 µm²
- CP top delay family: simple AND/OR/NAND/NOR gates
- Worst Tran Pin Value: approximately 0.63 ns
- Pwr Density: approximately 400 nW/µm²
- Clock buffer count from CTS: 3
- Setup CP Type: reg -> reg
- Fraction of registers with async set/reset: around 89%
- Netlist cell types: 38
- WP buf/inv: 2
- Initial antenna violation count: 0
- Worst ir drop on vdd: slightly below 0.2 mV
- Remaining antenna violation count after routing: 0
- Most frequent cells in the layout: dfrtp_1 (24), nor2_1 (16), nand2_1 (15)
- IO Count: 7
## state kept, by name, indices dropped and copies added, names as in the netlist
register	flops
wait_out_100.timer	8
mode_sr.q	1
sum	8
minus	2
wait_out_200.timer	8
## layer usage
layer	vias up	track usage [%]	wire length (µm)	part of all wire, %
li1	544	-	-	-
met1	475	5.37	1330	52
met2	12	5.70	1130	44
met3	0	1.07	103	4.0
met4	0	0.386	0	0
met5	-	0	0	0
## final timing paths
kind	to	slack [ns]	depth (start not counted)	from
worst max-delay path	sum[6]	1.20	15	wait_out_100.timer[1]
worst min-delay path	sum[0]	0.39	2	sum[2]
worst max register to register	sum[6]	1.20	15	wait_out_100.timer[1]
worst min register to register	sum[0]	0.39	2	sum[2]
max in group asynchronous	wait_out_100.timer[4]	3.60	4	sum[7]
min in group clk0	wait_out_100.timer[7]	0.47	1	wait_out_100.timer[7]
## final cells by class
class	count	area (µm²)	share of cell area (%)
clock buffer	4	45.0	2.56
inverter	12	45.0	2.56
multi-input combinational	115	776	44.0
sequential	27	661	37.5
tap	129	161	9.16
timing repair buffer	8	75.1	4.26
## tightest hold or removal path, stage by stage (launching register included)
cell and delay (ns):
dfrtp_1 0.42, nor3_1 0.12, inv_1 0.25
## logic make-up after synthesis
| kind of cell | Yosys count | synth area share, % |
|---|---|---|
| AND/OR/NAND/NOR | 59 | 20.3 |
| flip-flops | 25 | 42.5 |
| AND-OR/OR-AND | 24 | 9.37 |
| buffers and inverters | 13 | 3.80 |
| other | 1 | 0.253 |
| XOR/XNOR | 15 | 8.86 |
| adder cells (fa/ha/maj) | 13 | 11.5 |
| latches | 2 | 2.03 |
| multiplexers | 2 | 1.35 |
## cells in the mapped netlist, types with 2 or more instances
library cell,instances
nand2b_1,3
o21ai_0,4
o22ai_1,2
inv_1,12
dfrtp_1,24
xor2_1,4
a21oi_1,11
dlxtn_1,2
or4b_1,2
mux2i_1,2
nor3_1,2
xnor2_1,11
nor3b_1,2
nor2b_1,2
and3_1,2
ha_1,12
and2_1,3
nor2_1,16
nand3_1,5
nand2_1,15
## metrics by stage
| step | hold slack [ns] | std cells | cell area [µm²] | setup slack [ns] |
|---|---|---|---|---|
| finish | 0.388 | 295 | 1760 | 1.20 |
| global route | 0.458 | 295 | 1760 | 0.826 |
| CTS | 0.410 | 295 | 1760 | 1.16 |
| detailed placement | 0.400 | 291 | 1720 | 1.17 |
| global placement | 0.386 | 291 | 1720 | 1.14 |
| floorplan | 0.266 | 155 | 1490 | 1.49 |
## power breakdown
group / internal [µW] / leakage [µW] / switching, µW
Sequential: 261 / 0.000308 / 33.9
Combinational: 128 / 0.000369 / 151
Clock: 61.8 / 0.0000228 / 66.6
Total: 451 / 0.000700 / 252
Power and IR drop assume default switching activity.
